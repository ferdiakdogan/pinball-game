==> design/flow/design.v <==
module vga_sync(
	input wire inputclock,           
	input wire pixel,       
	input wire input_reset,           
	output wire output_hsync,          
	output wire output_vsync,           
	output wire [9:0] output_x,      
	output wire [8:0] output_y,       
	output wire output_play
	);
	localparam horizontal_begin = 16;    
	localparam horizontal_end = 16 + 96; 
	localparam horizontal_sta = 16 + 96 + 48;    
	localparam vertical_sta = 480 + 10;        
	localparam vertical_end = 480 + 10 + 2;    
	localparam VertAxis_end = 480;             
	localparam horizontal   = 800;             
	localparam image = 525;             
	reg [9:0] h_count; 
	reg [9:0] v_count;  
	assign output_hsync = ~((h_count >= horizontal_begin) & (h_count < horizontal_end));
	assign output_vsync = ~((v_count >= vertical_sta) & (v_count < vertical_end));
	assign output_x = (h_count < horizontal_sta) ? 0 : (h_count - horizontal_sta);
	assign output_y = (v_count >= VertAxis_end) ? (VertAxis_end - 1) : (v_count);
   assign output_play = ((v_count == VertAxis_end - 1) & (h_count == horizontal));
		always @ (posedge inputclock)
		begin
		  if (input_reset)  
		  begin
				h_count <= 0;
				v_count <= 0;
		  end
		  if (pixel)  
		  begin
				if (h_count == horizontal) 
				begin
					 h_count <= 0;
					 v_count <= v_count + 1;
				end
				else 
					 h_count <= h_count + 1;
				if (v_count == image)  
					 v_count <= 0;
		  end
		end
endmodule
==> design/flow/run.sh <==
#!/bin/bash
# OpenROAD 26Q1-2900-gdf79404cd8, Yosys 0.63+post, stock flow scripts
make -C /OpenROAD-flow-scripts/flow DESIGN_CONFIG=/design/flow/config.mk WORK_HOME=/design/flow/orfs finish
==> design/flow/config.mk <==
export PLATFORM = sky130hd
export DESIGN_NAME = vga_sync
export DESIGN_NICKNAME = vga_sync
export VERILOG_FILES = /design/flow/design.v
export SDC_FILE = /design/flow/constraint.sdc
export NUM_CORES = 4
export LEC_CHECK = 1
export CORE_AREA = 10 10 103 103
export DIE_AREA = 0 0 113 113
==> design/flow/constraint.sdc <==
current_design vga_sync

set clk_period 2.4
set clk_io_pct 0.2

create_clock -name clk0 -period $clk_period [get_ports {inputclock}]

set non_clock_inputs [all_inputs -no_clocks]
set_input_delay [expr $clk_period * $clk_io_pct] -clock clk0 $non_clock_inputs
set_output_delay [expr $clk_period * $clk_io_pct] -clock clk0 [all_outputs]
==> run_summary.xml <==
<?xml version="1.0" encoding="UTF-8"?>
<metrics>
  <group name="detailed_routing">
    <metric name="post_route_wl" unit="µm">3717</metric>
    <metric name="post_drt_wl_per_cell" unit="µm">11.23</metric>
    <metric name="initialDrtViolationCount" unit="">78</metric>
    <metric name="antenna-diode-count" unit="">0</metric>
    <metric name="via_count" unit="">1387</metric>
    <metric name="route.antenna.remaining_nets" unit="">0</metric>
    <metric name="post_route_drc" unit="">0</metric>
    <metric name="dr.pass1.iters" unit="">4</metric>
    <metric name="average_vias_per_placed_instance" unit="">4.190</metric>
  </group>
  <group name="logic_synthesis">
    <metric name="top_area_share" unit="%">20.25</metric>
    <metric name="yosysMostFrequentCell" unit="">nor2_1</metric>
    <metric name="ys_seq_share" unit="%">33.76</metric>
    <metric name="post_synth_inst_count" unit="">172</metric>
    <metric name="yosys-top-cells-count" unit="">nor2_1 (17), nand2_1 (15), dfxtp_1 (10), edfxtp_1 (10), inv_1 (10)</metric>
    <metric name="yosysWarningCount" unit="">1</metric>
    <metric name="yosys-stat-area" unit="mm²">0.001483</metric>
    <metric name="synth_async_sr_flop_share" unit="%">0</metric>
    <metric name="yosys_cells" unit="">172</metric>
    <metric name="ys_dominant_reg_cell" unit="">edfxtp_1</metric>
    <metric name="ys_types" unit="">43</metric>
    <metric name="count_of_state_elements_after_synthesis" unit="">20</metric>
    <metric name="synth.cell_area" unit="mm²">0.001483</metric>
    <metric name="top_area_cell" unit="">edfxtp_1</metric>
    <metric name="synth.avg_cell_area" unit="µm²">8.620</metric>
    <metric name="synthTopCellsByArea" unit="">edfxtp_1 (20%), dfxtp_1 (14%), ha_1 (6.8%)</metric>
    <metric name="enable_flop_cells" unit="">10</metric>
  </group>
  <group name="setup_path">
    <metric name="crit_required" unit="ns">1.92</metric>
    <metric name="timing_worst_setup_path_type" unit="">flip-flop to output port</metric>
    <metric name="critPathLaunchType" unit="">flip-flop</metric>
    <metric name="endpoint_kind" unit="">output port</metric>
    <metric name="worst_path_max_fanout" unit="">2</metric>
    <metric name="critical_path_arrival" unit="ns">1.82</metric>
  </group>
  <group name="min_path">
    <metric name="hold_path.class" unit="">flip-flop to flip-flop</metric>
  </group>
  <group name="final_layout">
    <metric name="area_growth" unit="%">46.67</metric>
    <metric name="final_layout_size_suffix_gt1_share" unit="%">26.11</metric>
    <metric name="final_util" unit="%">26.20</metric>
    <metric name="layoutNonFillerInstCount" unit="">331</metric>
  </group>
  <group name="clock_tree">
    <metric name="clock-root-buffer" unit="">clkbuf_8</metric>
    <metric name="clk-insertion-delay-late" unit="ns">0.26</metric>
    <metric name="clock_tree_from_tritoncts" unit="">done</metric>
    <metric name="clock_pin_slew_reported_for_the_worst_setup_and_hold_paths_after_clock_tree_synthesis" unit="ns">0.07</metric>
    <metric name="cts_inserted_buffers" unit="">3</metric>
    <metric name="cts.sink_count" unit="">20</metric>
    <metric name="htree_num_levels" unit="">1</metric>
    <metric name="clockBufferDepth" unit="">2</metric>
  </group>
  <group name="final_timing">
    <metric name="final.period_utilization" unit="%">95.88</metric>
    <metric name="setup-tns-final" unit="ns">0</metric>
    <metric name="slew_headroom" unit="%">82.29</metric>
    <metric name="achievable-frequency" unit="MHz">434.6</metric>
    <metric name="final-max-slew-violation-count" unit="">0</metric>
    <metric name="hold_viol_final" unit="">0</metric>
    <metric name="grt_setup_unrepaired" unit="">no</metric>
    <metric name="worst_hold_slack" unit="ns">0.5321</metric>
    <metric name="max_slew.worst_pin.slew" unit="ns">0.2652</metric>
    <metric name="worst_clock_skew" unit="ns">0.005247</metric>
    <metric name="finalSetupViolCount" unit="">0</metric>
    <metric name="layout_min_cycle_time" unit="ns">2.301</metric>
    <metric name="worst_slack" unit="ns">0.09898</metric>
  </group>
  <group name="power_and_ir_drop">
    <metric name="vdd.ir_drop.worst" unit="µV">197.0</metric>
    <metric name="leakage_power_total" unit="nW">0.9111</metric>
    <metric name="pwr_density_cell" unit="mW/mm²">428.1</metric>
    <metric name="share_clk_of_total_power" unit="%">36.4</metric>
    <metric name="switching_component_of_the_power" unit="W">0.0002108</metric>
    <metric name="combPwrFrac" unit="%">22.2</metric>
    <metric name="p_seq_share" unit="%">41.4</metric>
    <metric name="switching_share" unit="%">22.64</metric>
    <metric name="internal_power" unit="W">0.0007202</metric>
  </group>
  <group name="global_route">
    <metric name="initial_antenna_violation_count" unit="">0</metric>
    <metric name="maximum_number_of_pins_on_one_net_before_global_route_repair" unit="">16</metric>
    <metric name="first_pass_grt_wire_length" unit="µm">6334</metric>
    <metric name="aggregate_global_route_resource_usage" unit="%">5.751</metric>
    <metric name="via_count_of_the_first_global_routing_pass" unit="">1344</metric>
    <metric name="grt_overflow" unit="">0</metric>
  </group>
  <group name="job">
    <metric name="max_cap_viol_count" unit="">0</metric>
    <metric name="log.warning_count" unit="">31</metric>
  </group>
  <group name="floorplanning">
    <metric name="fp.dieW" unit="µm">113</metric>
    <metric name="fp-utilization" unit="%">17.87</metric>
    <metric name="die_height" unit="µm">113</metric>
    <metric name="placementRows" unit="">33</metric>
    <metric name="core_area" unit="mm²">0.008299</metric>
    <metric name="chip_area" unit="mm²">0.01277</metric>
    <metric name="top_level_i_o_count" unit="">25</metric>
  </group>
  <group name="placed_design">
    <metric name="detailed_place_hpwl" unit="µm">2790</metric>
    <metric name="placed_cells_incl_taps" unit="">323</metric>
    <metric name="place.gp.congestion" unit="">0.8743</metric>
    <metric name="place_ws" unit="ns">-0.06877</metric>
    <metric name="port-buffer-count" unit="">24</metric>
  </group>
  <group name="run_status">
    <metric name="outcome" unit="">complete, no violations</metric>
  </group>
</metrics>
## through the flow
| step | instance area, µm² | power, W |
|---|---|---|
| 3_3_place_gp | 2032 | 0.0005889 |
| 3_5_place_dp | 2032 | 0.0005890 |
| 2_1_floorplan | 1483 | 0.0004851 |
| 6_report | 2175 | 0.0009310 |
| 4_1_cts | 2145 | 0.0009331 |
| 5_1_grt | 2175 | 0.0009830 |
## power groups by stage
| stage | clock (W) | sequential [W] | combinational, W |
|---|---|---|---|
| after CTS | 0.000346 | 0.000385 | 0.000202 |
| final | 0.000339 | 0.000385 | 0.000207 |
| after global routing | 0.000368 | 0.000387 | 0.000229 |
## worst paths after layout
| kind | start | to | slack, ns | cells past startpoint |
|---|---|---|---|---|
| worst min-delay path | v_count[7]$_DFF_P_ | v_count[7]$_DFF_P_ | 0.53 | 1 |
| worst max-delay path | v_count[1]$_DFF_P_ | output_play | 0.1 | 5 |
| worst min register to register | v_count[7]$_DFF_P_ | v_count[7]$_DFF_P_ | 0.53 | 1 |
| worst max register to register | h_count[3]$_SDFFCE_PP0P_ | v_count[6]$_DFF_P_ | 0.49 | 5 |
## flip-flops by register name (all words and copies together) (netlist names)
signal   flops
h_count     10
v_count     10
## routing by layer
metal / global-route usage (%) / vias up / wire length, µm
met3: 2.511 / 2 / 345
met5: 0 / - / 0
met1: 8.761 / 624 / 2014
met2: 7.527 / 38 / 1335
met4: 0.4230 / 0 / 22
li1: - / 723 / -
## logic make-up after synthesis
family / Yosys count / share of synthesized area [%]
compound gates: 22 / 9.620
xor+xnor: 9 / 5.317
fa+ha+maj: 8 / 6.751
buf+inv: 16 / 5.570
flops: 20 / 33.76
mux: 3 / 2.025
simple gates: 94 / 36.96
## worst max-delay path: stages, from the launching register on
cell           delay [ns]
dfxtp_2              0.34
ha_1                 0.16
nand4_1              0.12
or4b_4               0.52
nor3_4               0.21
dlygate4sd2_1        0.22
## area by class of cell
cell class / count / area (µm²)
fill: 894 / 6125
tap: 105 / 131.4
sequential: 20 / 503.0
timing repair buffer: 56 / 499.2
multi-input combinational: 136 / 932.1
clock buffer: 3 / 41.29
inverter: 10 / 37.54
clock inverter: 1 / 30.03
## repair_timing
item / CTS / global route
setup buffers: 2 / 2
gates resized: 9 / 6
hold buffers: 0 / 0
pin swaps: 3 / 4
gates cloned: 0 / 0
setup endpoints to repair: 11 / 12
## layout by cell type, fill, tap and decap left out, drive strengths merged, types with 2 or more instances in the layout
master / instances
buf: 32
clkdlybuf4s50: 23
nor2: 17
nand2: 15
inv: 10
edfxtp: 10
dfxtp: 10
and2: 10
nand3: 8
nor3: 8
ha: 8
a21oi: 7
xnor2: 6
or3: 6
o21ai: 6
nand4: 5
nor2b: 5
or2: 5
and3: 4
mux2i: 3
xor2: 3
clkbuf: 3
or4b: 3
nor4: 2
a21o: 2
a31oi: 2
Power and IR drop assume default switching activity.
